--- run.sh ---
#!/bin/bash
# OpenROAD 26Q1-2900-gdf79404cd8, Yosys 0.63+post, stock flow scripts
make -C /OpenROAD-flow-scripts/flow DESIGN_CONFIG=/design/flow/config.mk WORK_HOME=/design/flow/orfs finish
--- config.mk ---
export PLATFORM = sky130hd
export DESIGN_NAME = clock_divider
export DESIGN_NICKNAME = clock_divider
export VERILOG_FILES = /design/flow/design.v
export SDC_FILE = /design/flow/constraint.sdc
export NUM_CORES = 4
export LEC_CHECK = 1
export CORE_AREA = 10 10 105 105
export DIE_AREA = 0 0 115 115
--- constraint.sdc ---
current_design clock_divider

set clk_period 6.9
set clk_io_pct 0.2

create_clock -name clk0 -period $clk_period [get_ports {clock_n}]

set non_clock_inputs [all_inputs -no_clocks]
set_input_delay [expr $clk_period * $clk_io_pct] -clock clk0 $non_clock_inputs
set_output_delay [expr $clk_period * $clk_io_pct] -clock clk0 [all_outputs]
--- design.v ---
module clock_divider
(
input clock_n, reset_p,
output reg div_clk
);
parameter max_count = 40000000;
reg [31:0] counter;
always @(posedge reset_p or negedge clock_n)
begin
if (reset_p)
        begin
        div_clk <= 0;
        counter <= 0;
        end
else
begin
        if (counter == max_count)
                begin
                div_clk <= ~div_clk;
                counter <= 0;
                end
        else
                counter <= counter + 1;
end
end
endmodule
==> run notes <==
run results: Critical Path AT=4.63 ns, Die ar.=0.0132 mm², pin count of the biggest net entering global routing=34, top-count cell post-synth=dfrtn_1, final estimated routing congestion in global placement=0.824, final setup skew=0.00731 ns, switching pwr=0.0000744 W, highest cell delay on the worst timing path=0.47 ns, H-tree levels=2, cell taking the most area after synthesis=dfrtn_1, synthesized cell area=0.00168 mm², CTS resizes=0, yosys stat chip area=0.00168 mm², WP data required=5.52 ns, WS Path Type=reg -> out, Synth Flop Type=dfrtn_1, Port Buf Inserts=2, IR drop worst, VDD=0.000147 V, average size of a mapped cell=10.8 µm², async set-reset flop share out of synthesis=100%, register area share after synthesis=49.2%, Final Power=0.000360 W, first-pass GRT wire length=5280 µm, register share of total power=54.0%, Mapped Cells=156, Post-synth EDFFs=0, Cell Int Power=0.000286 W, Pwr Density=187 mW/mm², Switching Share=20.7%, Reg area=826 µm², clk sinks=33, clock share of power=44.7%, GRT Total Usage=4.68%, DR WL met2=1280 µm, total number of vias=1186, CP Max Fanout=2, Comb pwr share=1.3%, Initial DRC Count=55, Setup Fix Bufs, Post-CTS=0, Top cell area share=49.2%, # setup viols final=0, RSZ-0062 raised after global routing=no, number of global-route vias before repair=1093, worst setup margin=0.887 ns, clock tree buffer depth=2, Area after DPL=0.00182 mm², final hold vios=0, pre-CTS WS=1.19 ns, Synth Register Bits=33, Ports=3, Layout Cells excl Fill=273, WL met3=149 µm, post-route ant nets=0, die width=115 µm, CTS tree=done, most instantiated cells after synthesis=dfrtn_1 (33), xnor2_1 (21), nand3_1 (13), CP Capture Type=output pin, MI comb area=813 µm², startpoint types=register, DRC=0, WP buf/inv=1, fill count=955, WL met1=1540 µm, Max Transition Viols Final=0, n_diodes=0, number of core rows=34, status=finished, final reports clean, crit-path cells=clkdlybuf4s50_1, Design Area, Final=0.00193 mm², warning total across the stage logs=26, worst min-delay path class=reg -> reg, number of CTS-inserted buffers=5, Synth-to-Final Area Change=14.8%, Relative slew margins=61.0%, CTS Hold Bufs=0, worst slew pin tran=0.580 ns, DR top layer=met4, DPL Wire Length=2090 µm, Synth warnings=1, via-per-instance ratio=4.34, GRT overflow=0, top cells by area=dfrtn_1 (49%), xnor2_1 (11%), nand4_1 (4.1%), share of layout cells above drive strength 1=11.5%, DRT Wirelength=3020 µm, delay-heaviest family, CP=buffers and inverters, first drt pass iteration count=4, worst skew pair latency=0.29 ns, post-DR wirelength/cell=11.1 µm, yosys stat cell total=156, CTS Root Cell=clkbuf_8, TNS Setup=0 ns, total core area=0.00876 mm², Die Y=115 µm, Init Core Util=19.1%, clock slew at reported path FFs=0.05 ns, initial antenna violation count=0, LEAKAGE=0.806 nW, Cell Type Count=29, Placed Cells=265, max-cap violations=0, Crit-path slowest cell=clkdlybuf4s50_1
==> sequential cells by signal, indices dropped and copies added (netlist names) <==
| name | cells |
|---|---|
| div_clk | 1 |
| counter | 32 |
==> final timing paths <==
kind,start,end,slack (ns),cells after the start
max,div_clk,div_clk,0.89,1
min,counter[31],counter[31],0.43,1
max reg2reg,counter[0],counter[18],4.89,5
min reg2reg,counter[31],counter[31],0.43,1
max in group asynchronous,reset_p,counter[0],1.76,3
min in group asynchronous,reset_p,counter[22],4.82,3
==> power groups by stage <==
stage	combinational [W]	clock (W)	sequential (W)
6_report	0.00000453	0.000161	0.000195
4_1_cts	0.00000489	0.000164	0.000194
5_1_grt	0.00000537	0.000174	0.000194
==> cells by family (layout without fill, tap and decap cells) <==
kind of cell,Yosys count,count (layout),synth area share [%]
multiplexers,5,5,2.98
adder cells (fa/ha/maj),2,2,1.49
AND-OR/OR-AND,7,7,2.83
flip-flops,33,33,49.2
XOR/XNOR,25,25,13.0
AND/OR/NAND/NOR,76,76,28.1
buffers and inverters,8,17,2.31
==> routing by layer <==
layer / track usage (%) / vias up
li1: - / 579
met1: 7.06 / 570
met2: 6.72 / 30
met3: 1.27 / 7
met4: 0.660 / 0
met5: 0 / -
==> placed cells by master (no fill, tap or decap), drive strengths merged <==
master / synthesis / routed
clkinv: 0 / 1
xnor2: 21 / 21
nor3b: 1 / 1
mux2i: 5 / 5
nand2: 12 / 12
o221ai: 1 / 1
nor4b: 4 / 4
xor2: 4 / 4
nand3: 14 / 14
and4: 2 / 2
nor2: 11 / 11
inv: 6 / 6
or4: 1 / 1
clkdlybuf4s50: 0 / 2
nor2b: 1 / 1
dfrtn: 33 / 33
nor4: 6 / 6
o31ai: 1 / 1
clkbuf: 0 / 7
nand4: 14 / 14
and3: 4 / 4
ha: 2 / 2
nor3: 6 / 6
o21ai: 5 / 5
buf: 2 / 1
==> stage by stage <==
stage | util, % | hold WS, ns
2_1_floorplan | - | 0.389
3_3_place_gp | 20.8 | 0.420
3_5_place_dp | 20.8 | 0.426
4_1_cts | 22.0 | 0.429
5_1_grt | 22.0 | 0.451
6_report | 22.0 | 0.426
==> final cells by class <==
type                            instances  area share [%]
Clock buffer                            7            5.00
Clock inverter                          1           0.260
Inverter                                6            1.17
Multi-Input combinational cell        115            42.2
Sequential cell                        33            42.9
Tap cell                              108            7.02
Timing Repair Buffer                    3            1.43
Power is estimated from default activity; no workload was simulated.
